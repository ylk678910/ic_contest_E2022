File: flow/design.v
module JAM (
           input CLK,
           input RST,
           output reg [2:0] W,
           output reg [2:0] J,
           input [6:0] Cost,
           output reg [3:0] MatchCount,
           output reg [9:0] MinCost,
           output reg Valid );
reg [2:0] dictionary [7:0];
reg [2:0] dictionary_tmp [7:0];
reg [2:0] ptr0;
reg [2:0] ptr1;
wire [2:0] dic_cmpl = dictionary[ptr0];
wire [2:0] dic_cmpr = dictionary[ptr0+3'd1];
wire is_r_bigger_l = dic_cmpr > dic_cmpl;
reg [2:0] replace_ptr;
wire [2:0] replace = dictionary[replace_ptr];
reg [2:0] min_num_ptr;
reg find_flg0,find_flg1, finish_flg;
reg [2:0] tran_ptr_max;
reg [2:0] tran_ptr_min;
wire [2:0] tran_cmp = tran_ptr_max - tran_ptr_min;
reg [9:0] TotalCost;
localparam FSM_FIND_DIC_IDLE = 0,
           FSM_FIND_DIC_1 = 1,
           FSM_FIND_DIC_2 = 2,
           FSM_FIND_DIC_3 = 3;
localparam FSM_COST_IDLE = 0,
           FSM_COST_1 = 1,  
           FSM_COST_2 = 2,  
           FSM_COST_3 = 3;  
reg [1:0] cur_state0, nxt_state0;
reg [1:0] cur_state1, nxt_state1, cur_state_tmp1;
wire first_state = cur_state_tmp1!=cur_state1;
integer i;
wire fsm0_1_flg = is_r_bigger_l==1;
wire fsm0_2_flg = finish_flg;
wire fsm0_3_flg = (tran_cmp==0) || (tran_cmp==1);
wire fsm1_1_flg = (find_flg1==1);
reg fsm0_finish_flg;
reg fsm1_finish_flg;
wire all_done = cur_state0==FSM_FIND_DIC_1 && ptr0==7;
always @(posedge CLK) begin
    if(RST) begin
        fsm0_finish_flg <= 1;
    end
    else begin
        case(cur_state0)
            FSM_FIND_DIC_1: begin
                fsm0_finish_flg <= 0;
            end
            FSM_FIND_DIC_3: begin
                if (fsm0_3_flg) begin
                    fsm0_finish_flg <= 1;
                end
            end
        endcase
    end
end
always @(posedge CLK) begin
    if(RST) begin
        fsm1_finish_flg <= 0;
    end
    else begin
        case(cur_state1)
            FSM_COST_1: begin
                fsm1_finish_flg <= 0;
            end
            FSM_COST_2: begin
                fsm1_finish_flg <= 1;
            end
        endcase
    end
end
always @(posedge CLK) begin
    if(RST) begin
        cur_state0 <= FSM_FIND_DIC_IDLE;
    end
    else begin
        cur_state0 <= nxt_state0;
    end
end
always @(*) begin
    case(cur_state0)
        FSM_FIND_DIC_IDLE: begin
            if(fsm1_finish_flg) begin
                nxt_state0 = FSM_FIND_DIC_1;
            end
            else begin
                nxt_state0 = FSM_FIND_DIC_IDLE;
            end
        end
        FSM_FIND_DIC_1: begin
            if(fsm0_1_flg) begin
                nxt_state0 = FSM_FIND_DIC_2;
            end
            else begin
                if(ptr0==7) begin
                    nxt_state0 = FSM_FIND_DIC_IDLE;
                end
                else begin
                    nxt_state0 = FSM_FIND_DIC_1;
                end
            end
        end
        FSM_FIND_DIC_2: begin
            if(fsm0_2_flg) begin
                nxt_state0 = FSM_FIND_DIC_3;
            end
            else begin
                nxt_state0 = FSM_FIND_DIC_2;
            end
        end
        FSM_FIND_DIC_3: begin
            if(fsm0_3_flg) begin
                nxt_state0 = FSM_FIND_DIC_IDLE;
            end
            else begin
                nxt_state0 = FSM_FIND_DIC_3;
            end
        end
        default begin
            nxt_state0 = FSM_FIND_DIC_IDLE;
        end
    endcase
end
always @(posedge CLK) begin
    if(RST) begin
        cur_state1 <= FSM_COST_IDLE;
    end
    else begin
        cur_state1 <= nxt_state1;
    end
end
always @(posedge CLK) begin
    cur_state_tmp1 <= cur_state1;
end
always @(*) begin
    case(cur_state1)
        FSM_COST_IDLE: begin
            if(fsm0_finish_flg)
                nxt_state1 = FSM_COST_1;
            else begin
                if(all_done) begin
                    nxt_state1 = FSM_COST_3;
                end
                else begin
                    nxt_state1 = FSM_COST_IDLE;
                end
            end
        end
        FSM_COST_1: begin
            if(fsm1_1_flg) begin
                nxt_state1 = FSM_COST_2;
            end
            else begin
                nxt_state1 = FSM_COST_1;
            end
        end
        FSM_COST_2: begin
            nxt_state1 = FSM_COST_IDLE;
        end
        FSM_COST_3: begin
            nxt_state1 = FSM_COST_IDLE;
        end
        default begin
            nxt_state1 = FSM_COST_IDLE;
        end
    endcase
end
always @(posedge CLK) begin
    if(RST) begin
        finish_flg<=0;
    end
    else begin
        case(cur_state0)
            FSM_FIND_DIC_2: begin
                if(ptr0==7)
                    finish_flg <= 1;
                else
                    finish_flg<=0;
            end
            default begin
                finish_flg<=0;
            end
        endcase
    end
end
always @(posedge CLK) begin
    if(RST) begin
        for(i=0; i<8; i=i+1) begin
            dictionary[i] <= i;
        end
    end
    else begin
        case(cur_state0)
            FSM_FIND_DIC_2: begin
                if(fsm0_2_flg) begin
                    if(find_flg0) begin
                        dictionary[replace_ptr] <= dictionary[min_num_ptr];
                        dictionary[min_num_ptr] <= dictionary[replace_ptr];
                    end
                end
            end
            FSM_FIND_DIC_3: begin
                dictionary[tran_ptr_max] <= dictionary[tran_ptr_min];
                dictionary[tran_ptr_min] <= dictionary[tran_ptr_max];
            end
            default begin
                if(all_done) begin
                    for(i=0; i<8; i=i+1) begin
                        dictionary[i] <= i;
                    end
                end
                else begin
                    for(i=0; i<8; i=i+1) begin
                        dictionary[i] <= dictionary[i];
                    end
                end
            end
        endcase
    end
end
always @(posedge CLK) begin
    if(RST) begin
        for(i=0; i<8; i=i+1) begin
            dictionary_tmp[i] <= i;
        end
    end
    else begin
        case(cur_state1)
            FSM_COST_IDLE: begin
                if(fsm0_finish_flg) begin
                    for(i=0; i<8; i=i+1) begin
                        dictionary_tmp[i] <= dictionary[i];
                    end
                end
            end
            default begin
            end
        endcase
    end
end
always @(posedge CLK) begin
    if(RST) begin
        ptr0 <= 0;
    end
    else begin
        case(cur_state0)
            FSM_FIND_DIC_IDLE: begin
                ptr0 <= 6;
            end
            FSM_FIND_DIC_1: begin
                if(fsm0_1_flg)
                    ptr0 <= ptr0;
                else
                    ptr0 <= ptr0 - 1;
            end
            FSM_FIND_DIC_2: begin
                ptr0 <= ptr0 + 1;
            end
            FSM_FIND_DIC_3: begin
                ptr0 <= 0;
            end
            default begin
            end
        endcase
    end
end
always @(posedge CLK) begin
    if(RST) begin
        ptr1 <= 0;
    end
    else begin
        case(cur_state1)
            FSM_COST_IDLE: begin
                ptr1 <= 0;
            end
            FSM_COST_1: begin
                ptr1 <= ptr1 + 1;
            end
            FSM_COST_2: begin
                ptr1 <= 6;
            end
            default begin
            end
        endcase
    end
end
always @(posedge CLK) begin
    if(RST) begin
        replace_ptr <= 0;
    end
    else begin
        case(cur_state0)
            FSM_FIND_DIC_IDLE: begin
                replace_ptr <= 0;
            end
            FSM_FIND_DIC_1: begin
                if(fsm0_1_flg)
                    replace_ptr <= ptr0;
            end
            default begin
            end
        endcase
    end
end
always @(posedge CLK) begin
    if(RST) begin
        min_num_ptr <= 3'd0;
    end
    else begin
        case(cur_state0)
            FSM_FIND_DIC_IDLE: begin
                min_num_ptr <= 3'd0;
            end
            FSM_FIND_DIC_2: begin
                if ({1'b0,ptr0}+4'd1 <= 4'd7) begin
                    if (dictionary[ptr0+3'd1]>replace) begin
                        min_num_ptr <= ptr0+3'd1;
                    end
                end
            end
            default begin
            end
        endcase
    end
end
always @(posedge CLK) begin
    if(RST) begin
        find_flg0 <= 1'b0;
    end
    else begin
        case(cur_state0)
            FSM_FIND_DIC_IDLE: begin
                find_flg0 <= 1'b0;
            end
            FSM_FIND_DIC_2: begin
                if (dictionary[ptr0+3'd1]>replace) begin
                    find_flg0 <= 1'b1;
                end
            end
            FSM_FIND_DIC_3: begin
                find_flg0 <= 1'b0;
            end
            default begin
            end
        endcase
    end
end
always @(posedge CLK) begin
    if(RST) begin
        find_flg1 <= 1'b0;
    end
    else begin
        case(cur_state1)
            FSM_COST_IDLE: begin
                find_flg1 <= 1'b0;
            end
            FSM_COST_1: begin
                if (ptr1==7) begin
                    find_flg1 <= 1'b1;
                end
            end
            FSM_COST_2: begin
                find_flg1 <= 1'b0;
            end
            default begin
            end
        endcase
    end
end
always @(posedge CLK) begin
    if(RST) begin
        tran_ptr_max <= 3'd0;
        tran_ptr_min <= 3'd0;
    end
    else begin
        case(cur_state0)
            FSM_FIND_DIC_IDLE: begin
                tran_ptr_max <= 3'd0;
                tran_ptr_min <= 3'd0;
            end
            FSM_FIND_DIC_2: begin
                if(fsm0_2_flg) begin
                    tran_ptr_max <= 3'd7;
                    tran_ptr_min <= replace_ptr+3'd1;
                end
            end
            FSM_FIND_DIC_3: begin
                tran_ptr_max <= tran_ptr_max-3'd1;
                tran_ptr_min <= tran_ptr_min+3'd1;
            end
            default begin
            end
        endcase
    end
end
always @(posedge CLK) begin
    if(RST) begin
        W <= 3'd0;
        J <= 3'd0;
        TotalCost <= 10'd0;
    end
    else begin
        case(cur_state1)
            FSM_COST_1: begin
                W <= ptr1;
                J <= dictionary_tmp[ptr1];
                if(!first_state)
                    TotalCost <= TotalCost + {3'd0, Cost};
            end
            default begin
                W <= 3'd0;
                J <= 3'd0;
                TotalCost <= 10'd0;
            end
        endcase
    end
end
always @(posedge CLK) begin
    if(RST) begin
        MinCost <= {10{1'b1}};
        MatchCount <= 4'd0;
    end
    else begin
        case(cur_state1)
            FSM_COST_2: begin
                if(TotalCost == MinCost) begin
                    MatchCount <= MatchCount + 4'd1;
                end
                else if(TotalCost <= MinCost) begin
                    MatchCount <= 4'd1;
                    MinCost <= TotalCost;
                end
            end
            default begin
            end
        endcase
    end
end
always @(posedge CLK) begin
    if(RST) begin
        Valid <= 1'd0;
    end
    else begin
        if(all_done) begin
            Valid <= 1'd1;
        end
        else begin
            Valid <= 1'd0;
        end
    end
end
endmodule
File: flow/run.sh
#!/bin/bash
# OpenROAD 26Q1-2900-gdf79404cd8, Yosys 0.63+post, stock flow scripts
make -C /OpenROAD-flow-scripts/flow DESIGN_CONFIG=/design/flow/config.mk WORK_HOME=/design/flow/orfs finish
File: flow/config.mk
export PLATFORM = sky130hd
export DESIGN_NAME = JAM
export DESIGN_NICKNAME = JAM
export VERILOG_FILES = /design/flow/design.v
export SDC_FILE = /design/flow/constraint.sdc
export NUM_CORES = 4
export LEC_CHECK = 1
export CORE_UTILIZATION = 30
File: flow/constraint.sdc
current_design JAM

set clk_period 4.1
set clk_io_pct 0.2

create_clock -name clk0 -period $clk_period [get_ports {CLK}]

set non_clock_inputs [all_inputs -no_clocks]
set_input_delay [expr $clk_period * $clk_io_pct] -clock clk0 $non_clock_inputs
set_output_delay [expr $clk_period * $clk_io_pct] -clock clk0 [all_outputs]
==> flow_metrics.tcl <==
# implementation run metrics
set metrics [dict create \
    r2r_cells 10 \
    edf_count 24 \
    area_leaders "dfxtp_1 (26%), edfxtp_1 (10%), ha_1 (6.9%)" \
    fillers 2417 \
    ant_nets 0 \
    fin_ws_ns 0.5087 \
    whs_ns 0.4118 \
    num_vias 6010 \
    logic_area_um2 4245 \
    grt_overflow_total 0 \
    syn-cell-area_um2 7207 \
    synth-seq-area-share_pct 36.39 \
    viasPerCell 5.249 \
    irDropWorstVdd_uv 271.6 \
    wl_per_cell_um 16.24 \
    std_cell_rows 56 \
    cts_max_level 4 \
    clock-skew-final_ns 0.01107 \
    place_congestion 0.9017 \
    regArea_um2 2623 \
    fin_crit_ns 3.591 \
    final_area_um2 8366 \
    fp_util_pct 30.61 \
    required_ns 4.45 \
    grt_usage_pct 15.80 \
    grt_max_degree 74 \
    fin_tns_setup_ns 0 \
    hold_violations 0 \
    ys.flop_type "dfxtp_1" \
    synth_cell_type_count 72 \
    cts_made_buffers 17 \
    yosysCellCount 801 \
    cts_setup_buffers 0 \
    grt_pass1_wl_um 29640 \
    synthArstFlopShare_pct 0 \
    top_area_cell "dfxtp_1" \
    reg2reg_to "min_num_ptr[0]" \
    critical_path.max_fanout 11 \
    tritoncts "built" \
    clockRootBuffer "clkbuf_16" \
    antenna_found_initial 0 \
    top_cell_area_share_pct 26.39 \
    leakage_nw 3.092 \
    slew_viol_final 0 \
    maxCapViolCount 0 \
    numSynthFlops 119 \
    detailedPlacementHpwl_um 12910 \
    coreArea_um2 23540 \
    first_global_vias 5493 \
    finalWirelength_um 18600 \
    r2r_slack_ns 0.51 \
    worst_pin_slew_ns 0.8254 \
    synth_cells 801 \
    area_growth_pct 16.08 \
    r2r-start "ptr0[0]" \
    cts_sinks 119 \
    insertion_delay_ns 0.42 \
    yosys-stat-area_um2 7207 \
    fp.dieW_um 157.0 \
    cp-end-kind "register" \
    portBuffers 29 \
    hold_path_class "register to register" \
    relSlewSlack_pct 44.90 \
    drt-pass1-iter-count 5 \
    grt_setup_unrepaired "false" \
    dp_cells 1113 \
    chipArea_um2 24650 \
    power_mw 3.022 \
    post_dp_cell_area_um2 7747 \
    final_util_pct 35.53 \
    dp_slack_ns 0.5385 \
    warnings 34 \
    startpoint_type "register" \
    outcome "completed" \
    fin_crit_sh_pct 87.59 \
    io_pins 30 \
    yosys_warnings 2 \
    drtIter0Drc 494 \
    startpoint "ptr0[0]" \
    endpoint "min_num_ptr[0]" \
    powerDensity_nw_per_um2 361.3 \
    arrival_ns 3.94 \
    path_class "register to register" \
    finalSetupViolCount 0 \
    cts_buffer_depth 2 \
    die_h_um 157.0 \
    antennaDiodeCount 0 \
    drc 0 \
    layout-drive-gt1-share_pct 10.05 \
    final_cells 1145 \
    cts_hold_buffers 0 \
    ctsResizeCount 0 \
    fmax_mhz 278.5 \
    syn_avg_cell_area_um2 8.997 \
    clk_pin_slew_ns 0.06 \
]
[critical path, stage by stage, from the launching register on]
cell	delay, ns
dfxtp_1	0.66
inv_1	0.17
ha_1	0.53
mux4_2	0.35
mux2_2	0.30
ha_1	0.29
nor2b_1	0.11
o21ai_0	0.10
a211oi_1	0.54
mux2_2	0.40
nor2_1	0.07
[how the worst min path moves through the flow]
stage              from                 to  slack [ns]  cells past startpoint
5_1_grt   cur_state1[0]  cur_state_tmp1[0]        0.43                      0
4_1_cts   cur_state1[0]  cur_state_tmp1[0]        0.42                      0
6_report  cur_state1[0]  cur_state_tmp1[0]        0.41                      0
[final cells by class]
class | instances | share of cell area (%)
clock inverters | 11 | 2.079
clock buffers | 21 | 5.310
multi-input cells | 600 | 50.75
well taps | 319 | 4.771
repair buffers | 35 | 3.949
flip-flops and latches | 119 | 31.35
inverters | 40 | 1.795
[metal layers]
layer | GRT usage [%] | vias to the layer above | part of all wire [%]
met1 | 23.81 | 2819 | 47
met2 | 23.22 | 207 | 44
met4 | 2.801 | 0 | 1.7
li1 | - | 2957 | -
met5 | 0.8282 | - | 0
met3 | 4.233 | 27 | 7.3
[registers in the layout, summed over array words and instances (netlist names), 3 cells and up, named ones only]
register and flops:
dictionary 24, J 3, W 3, ptr1 3, cur_state0 4, MatchCount 4
replace_ptr 3, ptr0 3, dictionary_tmp 24, TotalCost 10, MinCost 10, tran_ptr_min 3
min_num_ptr 3, tran_ptr_max 3
[logic make-up after synthesis]
| group | share of synthesized area [%] |
|---|---|
| simple gates | 19.72 |
| flops | 36.39 |
| mux | 11.28 |
| compound gates | 19.67 |
| xor+xnor | 0.7292 |
| fa+ha+maj | 7.500 |
| buf+inv | 4.705 |
[cell usage in the layout, fill, tap and decap left out, types with 24 or more instances in the layout]
cell	Yosys	routed
a21oi_1	76	76
inv_1	40	40
ha_1	40	40
nor2_1	53	53
nand2b_1	30	30
dfxtp_1	95	95
nand3_1	24	24
nand2_1	106	106
clkdlybuf4s50_1	0	28
edfxtp_1	24	24
[report_power, final]
group | total (mW) | internal, mW | switching (mW) | leakage [nW]
logic | 0.208 | 0.0860 | 0.122 | 1.81
registers | 1.25 | 1.22 | 0.0291 | 0.978
clock network | 1.57 | 1.03 | 0.540 | 0.299
[synth_stat cells (6+ instances only)]
| library cell | number |
|---|---|
| nand2b_1 | 30 |
| nand2_1 | 106 |
| edfxtp_1 | 24 |
| o31ai_1 | 6 |
| o21ai_1 | 7 |
| a221oi_1 | 8 |
| o21ai_0 | 22 |
| nand3_1 | 24 |
| buf_2 | 6 |
| ha_1 | 40 |
| o22ai_1 | 9 |
| a211oi_1 | 9 |
| mux4_2 | 19 |
| nor2b_1 | 12 |
| o21a_1 | 7 |
| or3_1 | 8 |
| inv_1 | 40 |
| mux2i_1 | 22 |
| a21oi_1 | 76 |
| a22oi_1 | 9 |
| clkbuf_1 | 29 |
| nor2_1 | 53 |
| mux2_2 | 11 |
| dfxtp_1 | 95 |
| nand3b_1 | 20 |
| a21o_1 | 7 |
| nor3_1 | 6 |
| a31oi_1 | 8 |
No activity file was given, so power comes from the tool's default toggle rates.
